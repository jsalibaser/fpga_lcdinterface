===== flow/constraint.sdc =====
current_design lcd_initialization

set clk_period 7.7
set clk_io_pct 0.2

create_clock -name clk0 -period $clk_period [get_ports {clk}]

set non_clock_inputs [all_inputs -no_clocks]
set_input_delay [expr $clk_period * $clk_io_pct] -clock clk0 $non_clock_inputs
set_output_delay [expr $clk_period * $clk_io_pct] -clock clk0 [all_outputs]

===== flow/design.v =====
`timescale 1ns / 1ps
module lcd_initialization(
    input clk,
    input nrst,
    output reg en,
    output reg rs,
    output reg db7,
    output reg db6,
    output reg db5,
    output reg db4
);
    reg [5:0] state;
    reg [32:0] delay_counter; 
    reg [3:0] outData;      
    reg task_done;          
    reg [32:0] max_counter; 
    always @(*) begin
        db7 = outData[3];
        db6 = outData[2];
        db5 = outData[1];
        db4 = outData[0];
    end
    task execute_sequence;
        input [3:0] data;  
        output reg finished;  
        begin
            if (delay_counter < 30) begin
                delay_counter <= delay_counter + 1;
                en <= 1;
                if (delay_counter == 29)
                    outData <= data;
            end else if (delay_counter < 50) begin
                delay_counter <= delay_counter + 1;
                if (delay_counter == 49)
                    en <= 0;
            end else begin
                delay_counter <= delay_counter + 1;
                if (delay_counter == max_counter) begin
                    delay_counter <= 0;
                    finished <= 1;
                end else
                    finished <= 0;
            end
        end
    endtask
    always @(posedge clk or negedge nrst) begin
        if (!nrst) begin
            outData <= 4'b0000;
            max_counter <= 1_500_000; 
            state <= 0;
            delay_counter <= 0;
            en <= 0;
            rs <= 0;
        end else begin
            case (state)
                0: begin
                    en <= 0;
                    rs <= 0;
                    if (delay_counter < max_counter)
                        delay_counter <= delay_counter + 1;
                    else begin
                        delay_counter <= 0;
                        max_counter <= 5000;  
                        state <= 1;
                    end
                end
                1: begin
                    execute_sequence(4'b0011, task_done);
                    if (task_done) begin
                        max_counter <= 410_000;
                        state <= 2;
                    end
                end
                2: begin
                    en <= 0;
                    if (delay_counter < max_counter)
                        delay_counter <= delay_counter + 1;
                    else begin
                        delay_counter <= 0;
                        max_counter <= 5000;  
                        state <= 3;
                    end
                end
                3: begin
                    execute_sequence(4'b0011, task_done);
                    if (task_done) begin
                        max_counter <= 10_000;  
                        state <= 4;
                    end
                end
                4: begin
                    en <= 0;
                    if (delay_counter < max_counter)
                        delay_counter <= delay_counter + 1;
                    else begin
                        delay_counter <= 0;
                        max_counter <= 5000;  
                        state <= 5;
                    end
                end
                5: begin
                    execute_sequence(4'b0011, task_done);
                    if (task_done) begin
                        max_counter <= 5000;  
                        state <= 6;
                    end
                end
                6: begin
                    execute_sequence(4'b0010, task_done);
                    if (task_done) begin
                        max_counter <= 200;  
                        state <= 7;
                    end
                end
                7: begin
                    execute_sequence(4'b0010, task_done);
                    if (task_done) begin
                        max_counter <= 5000;  
                        state <= 8;
                    end
                end
                8: begin
                    execute_sequence(4'b1000, task_done);
                    if (task_done) begin
                        max_counter <= 200;  
                        state <= 9;
                    end
                end
                9: begin
                    execute_sequence(4'b0000, task_done);
                    if (task_done) begin
                        max_counter <= 5000;  
                        state <= 10;
                    end
                end
                10: begin
                    execute_sequence(4'b1000, task_done);
                    if (task_done) begin
                        max_counter <= 200;  
                        state <= 11;
                    end
                end
                11: begin
                    execute_sequence(4'b0000, task_done);
                    if (task_done) begin
                        max_counter <= 1_600_000;  
                        state <= 12;
                    end
                end
                12: begin
                    execute_sequence(4'b0001, task_done);
                    if (task_done) begin
                        max_counter <= 200;  
                        state <= 13;
                    end
                end
                13: begin
                    execute_sequence(4'b0000, task_done);
                    if (task_done) begin
                        max_counter <= 5000;  
                        state <= 14;
                    end
                end
                14: begin
                    execute_sequence(4'b0110, task_done);
                    if (task_done) begin
                        max_counter <= 200;  
                        state <= 15;
                    end
                end
                15: begin
                    execute_sequence(4'b0000, task_done);
                    if (task_done) begin
                        max_counter <= 5000;  
                        state <= 16;
                    end
                end
                16: begin
                    execute_sequence(4'b1111, task_done);
                    if (task_done) begin
                        max_counter <= 200;  
                        state <= 17;
                    end
                end
                17: begin
                    execute_sequence(4'b0000, task_done);
                    if (task_done) begin
                        max_counter <= 5000;  
                        state <= 18;
                    end
                end
                18: begin
                    execute_sequence(4'b0000, task_done);
                    if (task_done) begin
                        max_counter <= 15;  
                        state <= 19;
                    end
                end
                19: begin
                    rs <= 1;  
                    if (delay_counter < max_counter)
                        delay_counter <= delay_counter + 1;
                    else begin
                        delay_counter <= 0;
                        max_counter <= 200;  
                        state <= 20;
                    end
                end
                20: begin
                    execute_sequence(4'b0100, task_done);  
                    if (task_done) begin
                        max_counter <= 5000;  
                        state <= 21;
                    end
                end
                21: begin
                    execute_sequence(4'b1010, task_done);  
                    if (task_done) begin
                        max_counter <= 200;  
                        state <= 22;
                    end
                end
                22: begin
                    execute_sequence(4'b0100, task_done);  
                    if (task_done) begin
                        max_counter <= 5000;  
                        state <= 23;
                    end
                end
                23: begin
                    execute_sequence(4'b0101, task_done);
                    if (task_done) begin
                        max_counter <= 200;  
                        state <= 24;
                    end
                end
                24: begin
                    execute_sequence(4'b0100, task_done);  
                    if (task_done) begin
                        max_counter <= 5000;  
                        state <= 25;
                    end
                end
                25: begin
                    execute_sequence(4'b1000, task_done); 
                    if (task_done) begin
                        max_counter <= 200;  
                        state <= 26;
                    end
                end
                26: begin
                    execute_sequence(4'b0100, task_done);  
                    if (task_done) begin
                        max_counter <= 5000;  
                        state <= 27;
                    end
                end
                27: begin
                    execute_sequence(4'b0001, task_done);
                    if (task_done) begin
                        max_counter <= 200;  
                        state <= 28;
                    end
                end
                28: begin
                    execute_sequence(4'b0100, task_done);  
                    if (task_done) begin
                        max_counter <= 5000;  
                        state <= 29;
                    end
                end
                29: begin
                    execute_sequence(4'b0100, task_done);
                    if (task_done) begin
                        max_counter <= 15;  
                        state <= 30;
                    end
                end
                30: begin
                    rs <= 0;  
                    if (delay_counter < max_counter)
                        delay_counter <= delay_counter + 1;
                    else begin
                        delay_counter <= 0;
                        max_counter <= 200;  
                        state <= 31;
                    end
                end
                31: begin
                    execute_sequence(4'b1100, task_done);  
                    if (task_done) begin
                        max_counter <= 5000;  
                        state <= 32;
                    end
                end
                32: begin
                    execute_sequence(4'b0000, task_done);
                    if (task_done) begin
                        max_counter <= 15;  
                        state <= 33;
                    end
                end
                33: begin
                    rs <= 1;  
                    if (delay_counter < max_counter)
                        delay_counter <= delay_counter + 1;
                    else begin
                        delay_counter <= 0;
                        max_counter <= 200;  
                        state <= 34;
                    end
                end
                34: begin
                    execute_sequence(4'b0100, task_done);  
                    if (task_done) begin
                        max_counter <= 5000;  
                        state <= 35;
                    end
                end
                35: begin
                    execute_sequence(4'b0001, task_done);  
                    if (task_done) begin
                        max_counter <= 200;  
                        state <= 36;
                    end
                end
                36: begin
                    execute_sequence(4'b0100, task_done);  
                    if (task_done) begin
                        max_counter <= 5000;  
                        state <= 37;
                    end
                end
                37: begin
                    execute_sequence(4'b1100, task_done);  
                    if (task_done) begin
                        max_counter <= 200;  
                        state <= 38;
                    end
                end
                38: begin
                    execute_sequence(4'b0100, task_done);  
                    if (task_done) begin
                        max_counter <= 5000;  
                        state <= 39;
                    end
                end
                39: begin
                    execute_sequence(4'b1001, task_done);  
                    if (task_done) begin
                        max_counter <= 200;  
                        state <= 40;
                    end
                end
                40: begin
                    execute_sequence(4'b0100, task_done);  
                    if (task_done) begin
                        max_counter <= 5000;  
                        state <= 41;
                    end
                end
                41: begin
                    execute_sequence(4'b0010, task_done); 
                    if (task_done) begin
                        max_counter <= 200;  
                        state <= 42;
                    end
                end
                42: begin
                    execute_sequence(4'b0100, task_done);
                    if (task_done) begin
                        max_counter <= 5000;  
                        state <= 43;
                    end
                end
                43: begin
                    execute_sequence(4'b0001, task_done); 
                    if (task_done) begin
                        max_counter <= 200;  
                        state <= 44;
                    end
                end
                44: begin
                    execute_sequence(4'b0101, task_done);
                    if (task_done) begin
                        max_counter <= 5000;  
                        state <= 45;
                    end
                end
                45: begin
                    execute_sequence(4'b0011, task_done);
                    if (task_done) begin
                        max_counter <= 200;  
                        state <= 46;
                    end
                end
                46: begin
                    execute_sequence(4'b0100, task_done); 
                    if (task_done) begin
                        max_counter <= 5000;  
                        state <= 47;
                    end
                end
                47: begin
                    execute_sequence(4'b0101, task_done);  
                    if (task_done) begin
                        max_counter <= 200;  
                        state <= 48;
                    end
                end
                48: begin
                    execute_sequence(4'b0101, task_done);  
                    if (task_done) begin
                        max_counter <= 5000;  
                        state <= 49;
                    end
                end
                49: begin
                    execute_sequence(4'b0010, task_done);  
                    if (task_done) begin
                        max_counter <= 201_000_000;  
                        state <= 50;
                    end
                end
                50: begin
                    rs <= 0;  
                    if (delay_counter < max_counter)
                        delay_counter <= delay_counter + 1;
                    else begin
                        delay_counter <= 0;
                        max_counter <= 200;  
                        state <= 51;
                    end
                end
                51: begin
                    execute_sequence(4'b0000, task_done);  
                    if (task_done) begin
                        max_counter <= 5000;  
                        state <= 52;
                    end
                end
                52: begin
                    execute_sequence(4'b0001, task_done);
                    if (task_done) begin
                        max_counter <= 200;  
                        state <= 53;  
                    end
                end
                53: begin
                    execute_sequence(4'b0000, task_done);
                    if (task_done) begin
                        max_counter <= 5000;  
                        state <= 54;
                    end
                end
                54: begin
                    execute_sequence(4'b1111, task_done);
                    if (task_done) begin
                        max_counter <= 1_600_000;  
                    end
                end
            endcase
        end
    end
endmodule

===== flow/run.sh =====
#!/bin/bash
# OpenROAD 26Q1-2900-gdf79404cd8, Yosys 0.63+post, stock flow scripts
make -C /OpenROAD-flow-scripts/flow DESIGN_CONFIG=/design/flow/config.mk WORK_HOME=/design/flow/orfs finish

===== flow/config.mk =====
export PLATFORM = sky130hd
export DESIGN_NAME = lcd_initialization
export DESIGN_NICKNAME = lcd_initialization
export VERILOG_FILES = /design/flow/design.v
export SDC_FILE = /design/flow/constraint.sdc
export NUM_CORES = 4
export LEC_CHECK = 1
export CORE_UTILIZATION = 40

==> reports/metrics.csv <==
stage,metric,value,unit
clocking,cts_tree,built,
worst_setup_path,cp_max_fo,25,
sta,fin_tns_setup,0,ns
die,num_io_pins,8,
clocking,post_cts_buffers,0,
global_routing,antenna_found_initial,0,
die,die_w,106,um
logic_synthesis,yosys.area.top_type_share,31.1,%
finish,design_area,0.00472,mm^2
sta,worst_slew_pin_slew,0.823,ns
route,num_vias,3465,
global_routing,grtUsageTotal,18.4,%
logic_synthesis,synth-async-reset-ratio,100,%
power,p_clk_share,46.9,%
placement,dpl.hpwl,6630,um
clocking,htreeDepth,3,
die,rows,37,
worst_setup_path,crit_type,register to register,
logic_synthesis,yosysWarnings,49,
finish,syn_to_final_growth,8.54,%
power,switching_share,21.8,%
sta,final-hold-violation-count,0,
route,antenna_cells,0,
finish,layout-drive-gt1-share,12.0,%
die,chipHeight,106,um
clocking,cts_buffers,9,
sta,period_used_share,38.7,%
worst_setup_path,critPathCaptureType,register,
route,ant_nets,0,
worst_setup_path,crit_buf_inv,1,
logic_synthesis,ff_type,dfrtp_1,
power,p_per_area,135,mW/mm^2
worst_setup_path,path_cells,nand2b_1 -> mux4_2 -> o21ai_1 -> o211ai_1 -> o211ai_4 -> buf_4 -> nor2_1,
route,wl_per_cell,15.2,um
placement,port_buffers,7,
clocking,max-clock-path-buffers,2,
logic_synthesis,synth.cell_area,0.00435,mm^2
worst_setup_path,worstPathArrival,3.21,ns
global_routing,grt-ovfl-total,0,
die,core_util_floorplan,41.8,%
global_routing,first_global_vias,3243,
worst_setup_path,worstPathRequired,7.93,ns
power,leakagePower,2.13,nW
clocking,cts_num_sinks,63,
power,ir_drop,0.0000848,V
power,combPwrFrac,1.1,%
route,wl,9550,um
power,seq_power_share,52.0,%
logic_synthesis,ys_area,0.00435,mm^2
die,chipArea,0.0113,mm^2
worst_hold_path,hold_path_class,register to register,
logic_synthesis,ys_top_cells_by_count,"nor2_1, dfrtp_1, nand2_1",
logic_synthesis,postSynthSeqShare,36.5,%
logic_synthesis,largest_area_cell,dfrtp_1,
flow_run,maxCapViolCount,0,
route,drc,0,
clocking,root_buffer,clkbuf_8,
route,drtIter0Drc,121,
sta,holdWs,0.453,ns
sta,max_freq,335,MHz
die,fp.coreArea,0.0104,mm^2
clocking,clk_latency,0.35,ns
worst_setup_path,cp-start-kind,register,
placement,post_dp_cell_area,0.00451,mm^2
worst_setup_path,slowest_delay,0.82,ns
status,status,"finished, final reports clean",
logic_synthesis,synth_cell_types,68,
global_routing,grt_pass1_wl,16100,um
sta,drv_slew,0,
clocking,ctsHoldBuffers,0,
placement,gp_congestion,0.854,
route,dr.pass1.iters,5,
sta,clock_skew,0.00972,ns
worst_setup_path,cp_top_family,flip-flops,
sta,max_slew_margin,44.7,%
logic_synthesis,synth_cells,488,
logic_synthesis,syn_area_per_cell,8.91,um^2
flow_run,warning_count,26,
logic_synthesis,topCellsByArea,"dfrtp_1, ha_1, dfstp_2, nor2_1, xor2_1",
route,vias_per_cell,5.51,
worst_setup_path,cp_slowest_cell,dfrtp_1,
clocking,clk_pin_slew_worst_paths,0.07,ns
sta,rsz0062_at_grt,false,
logic_synthesis,ys_cells,488,
logic_synthesis,synth-edff-count,0,
power,internal-power,0.498,mW
sta,min_period,2.98,ns
sta,setup_violations,0,
power,switchingPower,0.139,mW
global_routing,grt_max_degree,35,
logic_synthesis,ys_ff,63,
logic_synthesis,yosysMostFrequentCell,nor2_1,
clocking,cts-resized-gates,0,
## power groups by stage
stage / sequential, mW / clock [mW] / combinational [mW]
after CTS: 0.331 / 0.304 / 0.00763
after global routing: 0.331 / 0.319 / 0.00845
final: 0.331 / 0.299 / 0.00694
## worst reg2reg max path, cell delays in order (launching register included)
cell	delay [ns]
dfrtp_1	0.82
nand2b_1	0.33
mux4_2	0.55
o21ai_1	0.33
o211ai_1	0.21
o211ai_4	0.22
buf_4	0.32
nor2_1	0.10
## logic make-up (layout without fill, tap and decap cells)
kind of cell / count (synthesis) / in the layout / synth area share [%]
flops: 63 / 63 / 36.5
simple gates: 200 / 200 / 24.2
fa+ha+maj: 30 / 30 / 8.57
xor+xnor: 32 / 32 / 6.44
mux: 10 / 10 / 2.76
buf+inv: 53 / 58 / 5.26
compound gates: 100 / 100 / 16.2
## state kept, by name, indices dropped and copies added (netlist names)
signal and cells:
outData 4, rs 1, en 1, max_counter 18, delay_counter 33, state 6
## cells in the final DEF, fill, tap and decap left out, types with 3 or more instances in the layout
cell type        netlist  routed
nand4_1               16      16
xor2_1                24      24
nand2b_1              10      10
a21boi_0               3       3
nand2_1               37      37
or2_2                  4       4
dfstp_2                9       9
and2_1                17      17
ha_1                  29      29
nor4_1                12      12
and3_1                 5       5
clkdlybuf4s50_1        0       6
o211ai_1               5       5
a211oi_1               4       4
inv_1                 28      28
mux2_2                 6       6
buf_4                  0       7
nand3_1               13      13
o32ai_1                3       3
o21a_1                 4       4
nor2b_1                3       3
a22oi_1                3       3
mux2i_1                3       3
dfrtp_1               54      54
nor3_1                 8       8
o22ai_1                7       7
xnor2_1                8       8
nor2_1                58      58
a21oi_1               29      29
a21o_1                 6       6
o21ai_0               11      11
clkbuf_8               0      11
## worst paths after layout
check	startpoint	to	slack [ns]	depth (start not counted)
hold reg to reg	max_counter[3]	max_counter[3]	0.45	2
min in group asynchronous	nrst	outData[3]	1.26	1
setup / recovery	state[1]	delay_counter[27]	4.72	7
setup reg to reg	state[1]	delay_counter[27]	4.72	7
max in group asynchronous	nrst	max_counter[18]	5.52	2
hold / removal	max_counter[3]	max_counter[3]	0.45	2
## cell type report
type                    count  area (um^2)
well taps                 136          170
fillers                   960         5690
multi-input cells         372         2530
clock buffers              11          151
repair buffers             14          118
clock inverters             5         56.3
flip-flops and latches     63         1590
inverters                  28          105
## stage by stage
stage	utilization, %	worst slack, ns	std cells	total power [mW]
3_3_place_gp	43.3	4.81	613	0.345
6_report	45.3	4.72	629	0.637
5_1_grt	45.3	4.45	629	0.658
3_5_place_dp	43.3	4.76	613	0.345
2_1_floorplan	-	5.26	488	0.337
4_1_cts	45.3	4.76	629	0.643
## per-layer routing
layer  track usage (%)  vias up  wire length, um  share of wire, %
met2              25.9       88             4100                43
met1              30.2     1616             4720                49
met5                 0        -                0                 0
met4              3.77        0              210               2.2
met3              3.25       17              514               5.4
li1                  -     1744                -                 -
Power and IR drop assume default switching activity.
